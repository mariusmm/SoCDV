**flow/design.v**
```verilog
module timer #(
  parameter int unsigned DataWidth    = 32,
  parameter int unsigned AddressWidth = 32
) (
  input  logic                    clk_i,
  input  logic                    rst_ni,
  input  logic                    timer_req_i,
  input  logic [31:0] timer_addr_i,
  input  logic                    timer_we_i,
  input  logic [ 3:0] timer_be_i,
  input  logic [   31:0] timer_wdata_i,
  output logic                    timer_rvalid_o,
  output logic [   31:0] timer_rdata_o,
  output logic                    timer_err_o,
  output logic                    timer_intr_o
);
  localparam int unsigned TW = 64;
  localparam int unsigned ADDR_OFFSET = 10;  
  localparam bit [9:0] MTIME_LOW = 0;
  localparam bit [9:0] MTIME_HIGH = 4;
  localparam bit [9:0] MTIMECMP_LOW = 8;
  localparam bit [9:0] MTIMECMP_HIGH = 12;
  logic                 timer_we;
  logic                 mtime_we, mtimeh_we;
  logic                 mtimecmp_we, mtimecmph_we;
  logic [DataWidth-1:0] mtime_wdata, mtimeh_wdata;
  logic [DataWidth-1:0] mtimecmp_wdata, mtimecmph_wdata;
  logic [TW-1:0]        mtime_q, mtime_d, mtime_inc;
  logic [TW-1:0]        mtimecmp_q, mtimecmp_d;
  logic                 interrupt_q, interrupt_d;
  logic                 error_q, error_d;
  logic [DataWidth-1:0] rdata_q, rdata_d;
  logic                 rvalid_q;
  assign timer_we = timer_req_i & timer_we_i;
  assign mtime_inc = mtime_q + 64'd1;
  for (genvar b = 0; b < DataWidth / 8; b++) begin : gen_byte_wdata
    assign mtime_wdata[(b*8)+:8]     = timer_be_i[b] ? timer_wdata_i[b*8+:8] :
                                                       mtime_q[(b*8)+:8];
    assign mtimeh_wdata[(b*8)+:8]    = timer_be_i[b] ? timer_wdata_i[b*8+:8] :
                                                       mtime_q[DataWidth+(b*8)+:8];
    assign mtimecmp_wdata[(b*8)+:8]  = timer_be_i[b] ? timer_wdata_i[b*8+:8] :
                                                       mtimecmp_q[(b*8)+:8];
    assign mtimecmph_wdata[(b*8)+:8] = timer_be_i[b] ? timer_wdata_i[b*8+:8] :
                                                       mtimecmp_q[DataWidth+(b*8)+:8];
  end
  assign mtime_we     = timer_we & (timer_addr_i[ADDR_OFFSET-1:0] == MTIME_LOW);
  assign mtimeh_we    = timer_we & (timer_addr_i[ADDR_OFFSET-1:0] == MTIME_HIGH);
  assign mtimecmp_we  = timer_we & (timer_addr_i[ADDR_OFFSET-1:0] == MTIMECMP_LOW);
  assign mtimecmph_we = timer_we & (timer_addr_i[ADDR_OFFSET-1:0] == MTIMECMP_HIGH);
  assign mtime_d    = {(mtimeh_we    ? mtimeh_wdata    : mtime_inc[63:32]),
                       (mtime_we     ? mtime_wdata     : mtime_inc[31:0])};
  assign mtimecmp_d = {(mtimecmph_we ? mtimecmph_wdata : mtimecmp_q[63:32]),
                       (mtimecmp_we  ? mtimecmp_wdata  : mtimecmp_q[31:0])};
  always_ff @(posedge clk_i or negedge rst_ni) begin
    if (~rst_ni) begin
      mtime_q <= 'b0;
    end else begin
      mtime_q <= mtime_d;
    end
  end
  always_ff @(posedge clk_i or negedge rst_ni) begin
    if (~rst_ni) begin
      mtimecmp_q <= 'b0;
    end else if (mtimecmp_we | mtimecmph_we) begin
      mtimecmp_q <= mtimecmp_d;
    end
  end
  assign interrupt_d  = ((mtime_q >= mtimecmp_q) | interrupt_q) & ~(mtimecmp_we | mtimecmph_we);
  always_ff @(posedge clk_i or negedge rst_ni) begin
    if (~rst_ni) begin
      interrupt_q <= 'b0;
    end else begin
      interrupt_q <= interrupt_d;
    end
  end
  assign timer_intr_o = interrupt_q;
  always_comb begin
    rdata_d = 'b0;
    error_d = 1'b0;
    unique case (timer_addr_i[ADDR_OFFSET-1:0])
      MTIME_LOW:     rdata_d = mtime_q[31:0];
      MTIME_HIGH:    rdata_d = mtime_q[63:32];
      MTIMECMP_LOW:  rdata_d = mtimecmp_q[31:0];
      MTIMECMP_HIGH: rdata_d = mtimecmp_q[63:32];
      default: begin
        rdata_d = 'b0;
        error_d = 1'b1;
      end
    endcase
  end
  always_ff @(posedge clk_i) begin
    if (timer_req_i) begin
      rdata_q <= rdata_d;
      error_q <= error_d;
    end
  end
  assign timer_rdata_o = rdata_q;
  always_ff @(posedge clk_i or negedge rst_ni) begin
    if (!rst_ni) begin
      rvalid_q <= 1'b0;
    end else begin
      rvalid_q <= timer_req_i;
    end
  end
  assign timer_rvalid_o = rvalid_q;
  assign timer_err_o    = error_q;
endmodule
```
**flow/run.sh**
```bash
#!/bin/bash
# OpenROAD 26Q1-2900-gdf79404cd8, Yosys 0.63+post, stock flow scripts
make -C /OpenROAD-flow-scripts/flow DESIGN_CONFIG=/design/flow/config.mk WORK_HOME=/design/flow/orfs finish
```
**flow/config.mk**
```make
export PLATFORM = sky130hd
export DESIGN_NAME = timer
export DESIGN_NICKNAME = timer
export VERILOG_FILES = /design/flow/design.v
export SDC_FILE = /design/flow/constraint.sdc
export NUM_CORES = 4
export LEC_CHECK = 1
export CORE_UTILIZATION = 50
```
**flow/constraint.sdc**
```tcl
current_design timer

set clk_period 13.1
set clk_io_pct 0.2

create_clock -name clk0 -period $clk_period [get_ports {clk_i}]

set non_clock_inputs [all_inputs -no_clocks]
set_input_delay [expr $clk_period * $clk_io_pct] -clock clk0 $non_clock_inputs
set_output_delay [expr $clk_period * $clk_io_pct] -clock clk0 [all_outputs]
```
==> ds_physical_params.txt <==
Characteristics after synthesis and place and route

Parameter                              Value

Floorplanning
  Die Wd    144.3 um
  Core footprint    approximately 0.02 sq mm
  Starting utilization of the core area    about half
  Vert. Die Dim    approximately 140 um
  Number of rows in the core area    51
  I/O pin total    107
  Total die size    0.02082 sq mm

Final timing
  Minimum hold slack    just over 500 ps
  Summed negative setup slack over all endpoints    0 ps
  Final setup margin    a little under 8000 ps
  Highest attainable clock frequency    between 150 and 200 MHz
  Fin. max-slew vios    0
  Setup repair after global routing missed its margin    no
  Final hold violations    0
  Min Tclk post-route    ~5200 ps
  Worst Max-Slew Pin Slew    922.6 ps
  # setup viols final    0
  Clock Skews    roughly 12 ps
  Remaining max-slew budget at the tightest pin    about 38%
  Share of the cycle needed by the critical path after routing    about two fifths

Worst setup path
  Arrival @ worst endpoint    ~5500 ps
  Startpoint Class    input port
  Kind of cell with the highest combined delay on the critical path    simple AND/OR/NAND/NOR gates
  Endpoint of the worst-slack reg-to-reg timing path    mtime_q[53]$_DFFE_PN0P_
  Path length in cells of the critical path    7
  Worst setup EP type    flop
  Delay of the slowest critical-path stage    620 ps
  R2R depth    6
  R2r setup slk    roughly 9900 ps
  Crit Reg-Reg Startpoint    mtime_q[8]$_DFFE_PN0P_
  Cell-by-cell trace of the critical path    clkdlybuf4s50_1 > or4_1 > or2_2 > nor2_1 > and3_1 > nand2_1 > mux2_1
  Crit Path Class    input port to flop
  Worst path slowest cell    or4_1
  Peak fanout along the critical path    8
  Buffer-and-inverter tally for the worst setup path    1
  Last element of the critical path    mtimecmp_q[27]$_DFFE_PN0P_
  Critical Path RT    13,410 ps
  Launching element of the worst setup path    timer_addr_i[7]

Detailed routing
  # diodes    0
  Number of antenna-violating nets in the routed design    0
  Avg WL per Cell    around 21 um
  Total length of routed wires    ~28,000 um
  Via-per-instance ratio    approximately 6
  Starting DRC count in detailed routing    587
  # DRC    0
  Count of TritonRoute iterations in the first routing pass    5
  Vias after detailed routing    between 8,000 and 9,000

Placed design
  Post-DP HPWL    about 20,000 um
  Placement Cell Area    about 0.011 sq mm
  Port Buf Inserts    ~84
  Worst slack, placed    between 7000 and 8000 ps
  Final GP Congestion    slightly above 0.9

Yosys
  #FFs+latches synth    between 150 and 200
  Post-Syn Instances    just over 1,000
  Xor+xnor area frac    less than 1%
  Sequential share of the synthesized area    41.92%
  Chip area in the Yosys report    a little over 0.01 sq mm
  Synth async-reset ratio    between 70% and 80%
  Mean post-synth cell area    between 10 and 15 sq um
  Largest family of logic cells by area    simple AND/OR/NAND/NOR gates
  Top_reg_cell synth    dfrtp_1
  Distinct lib cells    ~66
  Summed instance area of the synthesized netlist    about 0.01 sq mm
  Number of cells in Yosys stat    between 1,000 and 1,500
  Synth Area in Compound Gates    13.15%
  Ys Warns    1
  MUX share of area    between 10% and 20%
  Share of synthesized cell area in and, or, nand and nor gates    17.50%
  Fraction of the mapped netlist area in adder cells    between 8 and 9%
  Flip-flops with a built-in enable    33

CTS
  Root buffer cell    clkbuf_16
  Maximum root-to-sink buffer count    2
  Total clock buffers created by CTS    17
  Number of cells upsized or downsized after cts    0
  Clock latency on the worst-skew pair    430 ps
  Hold Buf Count CTS    0
  Max H-tree Level    4
  Clock tree from TritonCTS    done
  Worst-path clk slew    roughly 70 ps
  Number of setup buffers added after CTS    0
  TritonCTS sink count    163

Power
  Reported leakage power    approximately 0.0048 uW
  Total power density per cell area    just over 100 mW/mm^2
  Peak ir drop on the vdd network    just over 0.08 mV

Worst hold path
  HP Class    flop to flop

GRT
  Number of global-route vias before repair    roughly 7,700
  Met2 GRT Util    43.72%
  Grt ovf    0
  Maximum number of pins on one net before global-route repair    about 50
  Antenna violations before repair    0
  Met1 GRT Util    between 40% and 50%
  First-pass GRT wire length    between 40,000 and 50,000 um
  Gr usage total    a little under a third
  GR met3 Demand/Resource    approximately 8.4%
  Most crowded layer after global routing    met1

Flow run
  Number of max-cap violations    0
  Number of OpenROAD warnings    about 47

Layout
  Most frequent logic cell in the layout    dfrtp_1
  Filler cells    around 1,700
  Cell area after layout    roughly 0.012 sq mm
  Area Overhead vs Synth    16.29%
  Commonest non-fill, non-tap cells in the layout    dfrtp_1 (130), nor2_1 (85), a21oi_1 (82), clkdlybuf4s50_1 (80), inv_1 (77)
  Share of cells above drive strength 1    between 10% and 20%

Run status
  Outcome    complete, no violations
## sequential cells by signal (all words and copies together) (netlist names)
| name | count |
|---|---|
| mtime_q | 64 |
| rvalid_q | 1 |
| error_q | 1 |
| mtimecmp_q | 64 |
| interrupt_q | 1 |
| rdata_q | 32 |
## report_power, final
group | switching [uW] | leakage, uW | internal, uW | total, uW
combinational | 68.0 | 0.00257 | 67.6 | 136
sequential | 27.0 | 0.00195 | 534 | 561
clock | 219 | 0.000262 | 271 | 489
## logic make-up after synthesis
| family | after synthesis |
|---|---|
| AOI/OAI and AO/OA | 207 |
| xor gates and xnor gates | 2 |
| adders and majority gates | 65 |
| buffers and inverters | 121 |
| DFF | 163 |
| muxes | 99 |
| and+or+nand+nor | 350 |
## worst min path at each step
stage         cells after the start                    endpoint                        from  slack, ps
CTS                               1  mtimecmp_q[38]$_DFFE_PN0P_  mtimecmp_q[38]$_DFFE_PN0P_        520
finish                            1  mtimecmp_q[38]$_DFFE_PN0P_  mtimecmp_q[38]$_DFFE_PN0P_        520
global route                      1  mtimecmp_q[41]$_DFFE_PN0P_  mtimecmp_q[41]$_DFFE_PN0P_        540
## routing by layer
metal	routed length (um)	share of wire, %	vias to the layer above
met3	2288	8.1	24
met1	13150	47	3963
met2	12300	43	273
met4	538	1.9	0
li1	-	-	3895
met5	0	0	-
## area by class of cell
type	count	area, sq um	share of cell area (%)
repair buffers	96	917.1	7.790
multi-input cells	723	5421	46.05
well taps	265	331.6	2.816
clock buffers	20	446.7	3.794
clock inverters	12	122.6	1.042
inverters	77	289.0	2.455
flip-flops and latches	163	4244	36.05
## Yosys cell counts, types with 4 or more instances
master    instances  share of area, %
mux2i_1           5              0.49
and4_1            7              0.61
and3_1           17               1.1
a21o_1            5              0.37
nor3b_1           4              0.30
nand4_1          25               1.5
a211oi_1         16               1.2
o41ai_1           8              0.69
o21ai_0          32               1.6
a21oi_1          82               4.1
dfrtp_1         130                32
nand2b_1          7              0.43
o31ai_1          12              0.89
edfxtp_1         33               9.8
nor2b_1          35               2.2
nand2_1          74               2.7
o221a_2           5              0.56
mux2_2           60               6.7
inv_1            77               2.9
nand3_1          38               1.9
nor3_1           28               1.4
clkbuf_1         31               1.1
nor4_1            8              0.49
ha_1             65               8.0
o22ai_1           6              0.37
o211ai_1          4              0.30
or4_1             6              0.44
mux4_2           31               6.9
buf_1             6              0.22
nor2_1           85               3.2
a311oi_1          7              0.61
o32ai_1           5              0.43
a221oi_1          4              0.35
## per-stage QoR
stage / utilization (%) / cells / power (uW)
floorplan: - / 1007 / 639.5
global placement: 57.00 / 1324 / 706.7
detailed placement: 57.00 / 1324 / 706.4
CTS: 59.90 / 1356 / 1197
global route: 59.90 / 1356 / 1241
finish: 59.90 / 1356 / 1186
No activity file was given, so power comes from the tool's default toggle rates.
